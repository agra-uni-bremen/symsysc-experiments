File: ./run.sh
#!/bin/bash
# OpenROAD 26Q1-2900-gdf79404cd8, Yosys 0.63+post, stock flow scripts
make -C /OpenROAD-flow-scripts/flow DESIGN_CONFIG=/design/flow/config.mk WORK_HOME=/design/flow/orfs finish
File: ./config.mk
export PLATFORM = sky130hd
export DESIGN_NAME = SBGCDCtrl
export DESIGN_NICKNAME = SBGCDCtrl
export VERILOG_FILES = /design/flow/design.v
export SDC_FILE = /design/flow/constraint.sdc
export NUM_CORES = 4
export LEC_CHECK = 1
export CORE_UTILIZATION = 50
File: ./constraint.sdc
current_design SBGCDCtrl

set clk_period 15.1
set clk_io_pct 0.2

create_clock -name clk0 -period $clk_period [get_ports {clk}]

set non_clock_inputs [all_inputs -no_clocks]
set_input_delay [expr $clk_period * $clk_io_pct] -clock clk0 $non_clock_inputs
set_output_delay [expr $clk_period * $clk_io_pct] -clock clk0 [all_outputs]
File: ./design.v
`timescale 1ns/1ps
module SBGCDCtrl (
  input      [31:0]   io_sb_SBaddress,
  input               io_sb_SBvalid,
  input      [31:0]   io_sb_SBwdata,
  input               io_sb_SBwrite,
  input      [3:0]    io_sb_SBsize,
  output              io_sb_SBready,
  output     [31:0]   io_sb_SBrdata,
  input               io_sel,
  output              io_irq,
  input               clk,
  input               reset
);
  wire                gcdCtrl_1_io_ready;
  wire       [31:0]   gcdCtrl_1_io_res;
  wire                busCtrl_io_ready;
  wire       [0:0]    _zz_sbDataOutputReg;
  reg        [31:0]   regA;
  reg        [31:0]   regB;
  reg        [31:0]   regResBuf;
  reg                 regValid;
  reg                 regReadyBuf;
  reg        [31:0]   sbDataOutputReg;
  wire                mmioRegLogic_read;
  wire                mmioRegLogic_write;
  wire       [7:0]    mmioRegLogic_addr;
  wire                when_SBGCDCtrl_l31;
  wire                when_SBGCDCtrl_l34;
  wire                when_SBGCDCtrl_l37;
  wire                when_SBGCDCtrl_l39;
  wire                when_SBGCDCtrl_l41;
  wire                when_SBGCDCtrl_l46;
  wire                when_SBGCDCtrl_l48;
  wire                when_SBGCDCtrl_l50;
  wire                when_SBGCDCtrl_l54;
  assign _zz_sbDataOutputReg = regReadyBuf;
  GCDTop gcdCtrl_1 (
    .io_valid (regValid              ),  
    .io_ready (gcdCtrl_1_io_ready    ),  
    .io_a     (regA[31:0]            ),  
    .io_b     (regB[31:0]            ),  
    .io_res   (gcdCtrl_1_io_res[31:0]),  
    .clk      (clk                   ),  
    .reset    (reset                 )   
  );
  SimpleBusSlaveController busCtrl (
    .io_valid  (io_sb_SBvalid   ),  
    .io_ready  (busCtrl_io_ready),  
    .io_select (io_sel          ),  
    .clk       (clk             ),  
    .reset     (reset           )   
  );
  assign mmioRegLogic_read = ((io_sb_SBvalid && io_sel) && (! io_sb_SBwrite));
  assign mmioRegLogic_write = ((io_sb_SBvalid && io_sel) && io_sb_SBwrite);
  assign mmioRegLogic_addr = io_sb_SBaddress[7 : 0];
  assign when_SBGCDCtrl_l31 = (mmioRegLogic_addr == 8'h00);
  assign when_SBGCDCtrl_l34 = (mmioRegLogic_addr == 8'h04);
  assign when_SBGCDCtrl_l37 = (mmioRegLogic_addr == 8'h08);
  assign when_SBGCDCtrl_l39 = (mmioRegLogic_addr == 8'h0c);
  assign when_SBGCDCtrl_l41 = (mmioRegLogic_addr == 8'h10);
  assign when_SBGCDCtrl_l46 = (mmioRegLogic_addr == 8'h00);
  assign when_SBGCDCtrl_l48 = (mmioRegLogic_addr == 8'h04);
  assign when_SBGCDCtrl_l50 = (mmioRegLogic_addr == 8'h08);
  assign when_SBGCDCtrl_l54 = (mmioRegLogic_addr == 8'h0c);
  assign io_sb_SBready = busCtrl_io_ready;
  assign io_sb_SBrdata = sbDataOutputReg;
  assign io_irq = regReadyBuf;
  always @(posedge clk or posedge reset) begin
    if(reset) begin
      regA <= 32'h00000000;
      regB <= 32'h00000000;
      regResBuf <= 32'h00000000;
      regValid <= 1'b0;
      regReadyBuf <= 1'b0;
      sbDataOutputReg <= 32'h00000000;
    end else begin
      if(gcdCtrl_1_io_ready) begin
        regResBuf <= gcdCtrl_1_io_res;
      end
      regValid <= 1'b0;
      if(gcdCtrl_1_io_ready) begin
        regReadyBuf <= gcdCtrl_1_io_ready;
      end
      sbDataOutputReg <= 32'h00000000;
      if(mmioRegLogic_write) begin
        if(when_SBGCDCtrl_l31) begin
          regA <= io_sb_SBwdata;
          regResBuf <= 32'h00000000;
        end else begin
          if(when_SBGCDCtrl_l34) begin
            regB <= io_sb_SBwdata;
            regResBuf <= 32'h00000000;
          end else begin
            if(!when_SBGCDCtrl_l37) begin
              if(!when_SBGCDCtrl_l39) begin
                if(when_SBGCDCtrl_l41) begin
                  regValid <= (io_sb_SBwdata == 32'h00000001);
                  regResBuf <= 32'h00000000;
                end
              end
            end
          end
        end
      end else begin
        if(mmioRegLogic_read) begin
          if(when_SBGCDCtrl_l46) begin
            sbDataOutputReg <= regA;
          end else begin
            if(when_SBGCDCtrl_l48) begin
              sbDataOutputReg <= regB;
            end else begin
              if(when_SBGCDCtrl_l50) begin
                sbDataOutputReg <= regResBuf;
                regReadyBuf <= 1'b0;
              end else begin
                if(when_SBGCDCtrl_l54) begin
                  sbDataOutputReg <= {31'd0, _zz_sbDataOutputReg};
                end
              end
            end
          end
        end
      end
    end
  end
endmodule
module SimpleBusSlaveController (
  input               io_valid,
  output              io_ready,
  input               io_select,
  input               clk,
  input               reset
);
  localparam busStateMachine_enumDef_BOOT = 2'd0;
  localparam busStateMachine_enumDef_idle = 2'd1;
  localparam busStateMachine_enumDef_handleRequest = 2'd2;
  wire                busStateMachine_wantExit;
  reg                 busStateMachine_wantStart;
  wire                busStateMachine_wantKill;
  reg                 busStateMachine_readyFlag;
  reg        [1:0]    busStateMachine_stateReg;
  reg        [1:0]    busStateMachine_stateNext;
  reg                 io_valid_regNext;
  wire                when_SimpleBusSlaveController_l22;
  assign busStateMachine_wantExit = 1'b0;
  always @(*) begin
    busStateMachine_wantStart = 1'b0;
    case(busStateMachine_stateReg)
      busStateMachine_enumDef_idle : begin
      end
      busStateMachine_enumDef_handleRequest : begin
      end
      default : begin
        busStateMachine_wantStart = 1'b1;
      end
    endcase
  end
  assign busStateMachine_wantKill = 1'b0;
  assign io_ready = busStateMachine_readyFlag;
  always @(*) begin
    busStateMachine_stateNext = busStateMachine_stateReg;
    case(busStateMachine_stateReg)
      busStateMachine_enumDef_idle : begin
        if(when_SimpleBusSlaveController_l22) begin
          busStateMachine_stateNext = busStateMachine_enumDef_handleRequest;
        end
      end
      busStateMachine_enumDef_handleRequest : begin
        busStateMachine_stateNext = busStateMachine_enumDef_idle;
      end
      default : begin
      end
    endcase
    if(busStateMachine_wantStart) begin
      busStateMachine_stateNext = busStateMachine_enumDef_idle;
    end
    if(busStateMachine_wantKill) begin
      busStateMachine_stateNext = busStateMachine_enumDef_BOOT;
    end
  end
  assign when_SimpleBusSlaveController_l22 = (io_select && (io_valid && (! io_valid_regNext)));
  always @(posedge clk or posedge reset) begin
    if(reset) begin
      busStateMachine_readyFlag <= 1'b0;
      busStateMachine_stateReg <= busStateMachine_enumDef_BOOT;
    end else begin
      busStateMachine_stateReg <= busStateMachine_stateNext;
      case(busStateMachine_stateReg)
        busStateMachine_enumDef_idle : begin
          if(when_SimpleBusSlaveController_l22) begin
            busStateMachine_readyFlag <= 1'b1;
          end
        end
        busStateMachine_enumDef_handleRequest : begin
          busStateMachine_readyFlag <= 1'b0;
        end
        default : begin
        end
      endcase
    end
  end
  always @(posedge clk) begin
    io_valid_regNext <= io_valid;
  end
endmodule
module GCDTop (
  input               io_valid,
  output              io_ready,
  input      [31:0]   io_a,
  input      [31:0]   io_b,
  output     [31:0]   io_res,
  input               clk,
  input               reset
);
  wire                gcdCtr_io_ready;
  wire                gcdCtr_io_dataCtrl_loadA;
  wire                gcdCtr_io_dataCtrl_loadB;
  wire                gcdCtr_io_dataCtrl_selL;
  wire                gcdCtr_io_dataCtrl_selR;
  wire                gcdCtr_io_dataCtrl_init;
  wire       [31:0]   gcdDat_io_res;
  wire                gcdDat_io_dataCtrl_cmpAgtB;
  wire                gcdDat_io_dataCtrl_cmpAltB;
  GCDCtrl gcdCtr (
    .io_valid            (io_valid                  ),  
    .io_ready            (gcdCtr_io_ready           ),  
    .io_dataCtrl_cmpAgtB (gcdDat_io_dataCtrl_cmpAgtB),  
    .io_dataCtrl_cmpAltB (gcdDat_io_dataCtrl_cmpAltB),  
    .io_dataCtrl_loadA   (gcdCtr_io_dataCtrl_loadA  ),  
    .io_dataCtrl_loadB   (gcdCtr_io_dataCtrl_loadB  ),  
    .io_dataCtrl_init    (gcdCtr_io_dataCtrl_init   ),  
    .io_dataCtrl_selL    (gcdCtr_io_dataCtrl_selL   ),  
    .io_dataCtrl_selR    (gcdCtr_io_dataCtrl_selR   ),  
    .clk                 (clk                       ),  
    .reset               (reset                     )   
  );
  GCDData gcdDat (
    .io_a                (io_a[31:0]                ),  
    .io_b                (io_b[31:0]                ),  
    .io_res              (gcdDat_io_res[31:0]       ),  
    .io_dataCtrl_cmpAgtB (gcdDat_io_dataCtrl_cmpAgtB),  
    .io_dataCtrl_cmpAltB (gcdDat_io_dataCtrl_cmpAltB),  
    .io_dataCtrl_loadA   (gcdCtr_io_dataCtrl_loadA  ),  
    .io_dataCtrl_loadB   (gcdCtr_io_dataCtrl_loadB  ),  
    .io_dataCtrl_init    (gcdCtr_io_dataCtrl_init   ),  
    .io_dataCtrl_selL    (gcdCtr_io_dataCtrl_selL   ),  
    .io_dataCtrl_selR    (gcdCtr_io_dataCtrl_selR   ),  
    .clk                 (clk                       ),  
    .reset               (reset                     )   
  );
  assign io_ready = gcdCtr_io_ready;
  assign io_res = gcdDat_io_res;
endmodule
module GCDData (
  input      [31:0]   io_a,
  input      [31:0]   io_b,
  output     [31:0]   io_res,
  output              io_dataCtrl_cmpAgtB,
  output              io_dataCtrl_cmpAltB,
  input               io_dataCtrl_loadA,
  input               io_dataCtrl_loadB,
  input               io_dataCtrl_init,
  input               io_dataCtrl_selL,
  input               io_dataCtrl_selR,
  input               clk,
  input               reset
);
  reg        [31:0]   regA;
  reg        [31:0]   regB;
  wire                xGTy;
  wire                xLTy;
  wire       [31:0]   chX;
  wire       [31:0]   chY;
  wire       [31:0]   subXY;
  assign xGTy = (regB < regA);
  assign xLTy = (regA < regB);
  assign chX = (io_dataCtrl_selL ? regB : regA);
  assign chY = (io_dataCtrl_selR ? regB : regA);
  assign subXY = (chX - chY);
  assign io_dataCtrl_cmpAgtB = xGTy;
  assign io_dataCtrl_cmpAltB = xLTy;
  assign io_res = regA;
  always @(posedge clk or posedge reset) begin
    if(reset) begin
      regA <= 32'h00000000;
      regB <= 32'h00000000;
    end else begin
      if(io_dataCtrl_init) begin
        regA <= io_a;
        regB <= io_b;
      end
      if(io_dataCtrl_loadA) begin
        regA <= subXY;
      end
      if(io_dataCtrl_loadB) begin
        regB <= subXY;
      end
    end
  end
endmodule
module GCDCtrl (
  input               io_valid,
  output reg          io_ready,
  input               io_dataCtrl_cmpAgtB,
  input               io_dataCtrl_cmpAltB,
  output reg          io_dataCtrl_loadA,
  output reg          io_dataCtrl_loadB,
  output reg          io_dataCtrl_init,
  output reg          io_dataCtrl_selL,
  output reg          io_dataCtrl_selR,
  input               clk,
  input               reset
);
  localparam fsm_enumDef_BOOT = 3'd0;
  localparam fsm_enumDef_idle = 3'd1;
  localparam fsm_enumDef_calculate = 3'd2;
  localparam fsm_enumDef_calcA = 3'd3;
  localparam fsm_enumDef_calcB = 3'd4;
  localparam fsm_enumDef_calcDone = 3'd5;
  wire                fsm_wantExit;
  reg                 fsm_wantStart;
  wire                fsm_wantKill;
  reg        [2:0]    fsm_stateReg;
  reg        [2:0]    fsm_stateNext;
  wire                when_GCDCtrl_l37;
  assign fsm_wantExit = 1'b0;
  always @(*) begin
    fsm_wantStart = 1'b0;
    case(fsm_stateReg)
      fsm_enumDef_idle : begin
      end
      fsm_enumDef_calculate : begin
      end
      fsm_enumDef_calcA : begin
      end
      fsm_enumDef_calcB : begin
      end
      fsm_enumDef_calcDone : begin
      end
      default : begin
        fsm_wantStart = 1'b1;
      end
    endcase
  end
  assign fsm_wantKill = 1'b0;
  always @(*) begin
    io_dataCtrl_loadA = 1'b0;
    case(fsm_stateReg)
      fsm_enumDef_idle : begin
      end
      fsm_enumDef_calculate : begin
      end
      fsm_enumDef_calcA : begin
        io_dataCtrl_loadA = 1'b1;
      end
      fsm_enumDef_calcB : begin
      end
      fsm_enumDef_calcDone : begin
      end
      default : begin
      end
    endcase
  end
  always @(*) begin
    io_dataCtrl_loadB = 1'b0;
    case(fsm_stateReg)
      fsm_enumDef_idle : begin
      end
      fsm_enumDef_calculate : begin
      end
      fsm_enumDef_calcA : begin
      end
      fsm_enumDef_calcB : begin
        io_dataCtrl_loadB = 1'b1;
      end
      fsm_enumDef_calcDone : begin
      end
      default : begin
      end
    endcase
  end
  always @(*) begin
    io_dataCtrl_init = 1'b0;
    case(fsm_stateReg)
      fsm_enumDef_idle : begin
        if(io_valid) begin
          io_dataCtrl_init = 1'b1;
        end
      end
      fsm_enumDef_calculate : begin
      end
      fsm_enumDef_calcA : begin
      end
      fsm_enumDef_calcB : begin
      end
      fsm_enumDef_calcDone : begin
      end
      default : begin
      end
    endcase
  end
  always @(*) begin
    io_dataCtrl_selL = 1'b0;
    case(fsm_stateReg)
      fsm_enumDef_idle : begin
      end
      fsm_enumDef_calculate : begin
      end
      fsm_enumDef_calcA : begin
      end
      fsm_enumDef_calcB : begin
        io_dataCtrl_selL = 1'b1;
      end
      fsm_enumDef_calcDone : begin
      end
      default : begin
      end
    endcase
  end
  always @(*) begin
    io_dataCtrl_selR = 1'b0;
    case(fsm_stateReg)
      fsm_enumDef_idle : begin
      end
      fsm_enumDef_calculate : begin
      end
      fsm_enumDef_calcA : begin
        io_dataCtrl_selR = 1'b1;
      end
      fsm_enumDef_calcB : begin
      end
      fsm_enumDef_calcDone : begin
      end
      default : begin
      end
    endcase
  end
  always @(*) begin
    io_ready = 1'b0;
    case(fsm_stateReg)
      fsm_enumDef_idle : begin
      end
      fsm_enumDef_calculate : begin
      end
      fsm_enumDef_calcA : begin
      end
      fsm_enumDef_calcB : begin
      end
      fsm_enumDef_calcDone : begin
        io_ready = 1'b1;
      end
      default : begin
      end
    endcase
  end
  always @(*) begin
    fsm_stateNext = fsm_stateReg;
    case(fsm_stateReg)
      fsm_enumDef_idle : begin
        if(io_valid) begin
          fsm_stateNext = fsm_enumDef_calculate;
        end
      end
      fsm_enumDef_calculate : begin
        if(io_dataCtrl_cmpAgtB) begin
          fsm_stateNext = fsm_enumDef_calcA;
        end else begin
          if(io_dataCtrl_cmpAltB) begin
            fsm_stateNext = fsm_enumDef_calcB;
          end else begin
            if(when_GCDCtrl_l37) begin
              fsm_stateNext = fsm_enumDef_calcDone;
            end
          end
        end
      end
      fsm_enumDef_calcA : begin
        fsm_stateNext = fsm_enumDef_calculate;
      end
      fsm_enumDef_calcB : begin
        fsm_stateNext = fsm_enumDef_calculate;
      end
      fsm_enumDef_calcDone : begin
        fsm_stateNext = fsm_enumDef_idle;
      end
      default : begin
      end
    endcase
    if(fsm_wantStart) begin
      fsm_stateNext = fsm_enumDef_idle;
    end
    if(fsm_wantKill) begin
      fsm_stateNext = fsm_enumDef_BOOT;
    end
  end
  assign when_GCDCtrl_l37 = ((! io_dataCtrl_cmpAgtB) && (! io_dataCtrl_cmpAgtB));
  always @(posedge clk or posedge reset) begin
    if(reset) begin
      fsm_stateReg <= fsm_enumDef_BOOT;
    end else begin
      fsm_stateReg <= fsm_stateNext;
    end
  end
endmodule
==> flow_summary.toml <==
# yosys + openroad results
[outcome]
status = "finished, final reports clean"

[global_route]
grt_max_degree = 99
grt_pass1_wl_microns = 55200
antenna_found_initial = 0
grt_pass1_vias = 9151
grt-ovfl-total = 0
grt_util_all_layers_pct = 30.6

[floorplan]
fp.dieW_microns = 158
ios = 107
die_h_microns = 158
num_rows = 56
core_sq_um = 23700
fp_util_pct = 51.5
die_area_sq_um = 25000

[final_layout]
lay_top_cells = "dfrtp_1, a21oi_1, nor2_1, a211oi_1, clkdlybuf4s50_1"
syn_to_final_growth_pct = 14.3
mostFrequentLayoutCell = "dfrtp_1"
drive_gt1_share_pct = 11.2

[yosys]
ys_warn_count = 4
ys_area_sq_um = 12200
synth_seq_share_pct = 41.8
yosysTopAreaCell = "dfrtp_1"
flop_cell = "dfrtp_1"
synth-edff-count = 0
ys_types = 66
syn_inst = 1226
ys.flops = 204
synth.cell_area_sq_um = 12200
synthTopCellsByArea = "dfrtp_1, ha_1, mux2i_1, a211oi_1, a21oi_1"
yosys_cells = 1226
syn_area_per_cell_sq_um = 9.94
top_area_share_pct = 41.5
ys_async_sr_fraction_pct = 99.5

[power]
pwr-share-clk_pct = 49.6
vdd_ir_drop_max_mv = 0.102
intPower_mw = 0.925
p_seq_share_pct = 46.9
swShare_pct = 22.7
p_per_area_nw_per_um2 = 85.9
p_comb_share_pct = 3.5
p_total_mw = 1.20
p_switching_mw = 0.271
power.leakage_nw = 6.45

[drt]
wl_per_cell_microns = 22.1
first_pass_iters = 5
insertedDiodeCount = 0
antenna_left = 0
drc = 0
drt_iter0_drc = 668
wl_microns = 35300
via_per_inst = 6.00
num_vias = 9598

[timing]
worst_pin_slew_ns = 0.797
skew_ns = 0.0253
rsz0062_at_grt = "false"
finalSetupTns_ns = 0
setup_viol = 0
relSlewSlack_pct = 46.6
hold_violations = 0
whs_ns = 0.458
finalCritPeriodShare_pct = 38.5
fmax_mhz = 172
final_max_slew_viol_count = 0
min_period_ns = 5.82

[worst_setup_path]
start_kind = "primary input"
reg2reg_setup_slack_ns = 10.21
worstRegToRegCells = 11
end_kind = "flop"
crit_fanout = 63
r2r-start = "gcdCtrl_1.gcdCtr.fsm_stateReg[5]"
criticalPathCategory = "in2reg"
required_ns = 15.53
worstPathArrival_ns = 6.25
worstReg2RegEnd = "gcdCtrl_1.gcdDat.regB[28]"

[flow_run]
warning_count = 53
max_cap_viol_count = 0

[hold_path]
hp-start = "busCtrl.io_valid_regNext"
whs_endpoint = "busCtrl.busStateMachine_stateReg[2]"
holdPathStages = 2
hold_class = "reg2reg"

[cts]
cts_tree = "done"
cts.clk_slew.worst_paths_ns = 0.06
clk_path_buf_depth = 3
cts_resized = 0
htreeDepth = 1
clock_sinks = 204
root_buffer = "clkbuf_16"
numCtsBuffers = 24
insertion_delay_ns = 0.55
postCtsHoldBufs = 0
cts_setup_buffers = 0

[place]
port_buffers = 78
routabilityCongestion = 0.906
dpl.hpwl_microns = 23600
worst max-delay path: stages:
cell             delay (ns)
clkdlybuf4s50_1        0.39
or4_1                  0.52
or3_1                  0.38
or3_2                  0.42
buf_4                  0.36
nor2_8                 0.15
buf_4                  0.58
mux2_2                 0.41
cell usage after synthesis (all sizes together) (4+ instances only):
| library cell | n |
|---|---|
| nor2b | 5 |
| nand4 | 11 |
| or3 | 7 |
| o21ai | 55 |
| nor4 | 7 |
| ha | 63 |
| or2 | 5 |
| xnor2 | 12 |
| inv | 45 |
| and3 | 57 |
| dfrtp | 202 |
| nand3 | 15 |
| nand2 | 75 |
| clkbuf | 54 |
| mux2i | 77 |
| a21oi | 90 |
| a21o | 25 |
| o21a | 4 |
| a22oi | 31 |
| nand2b | 6 |
| a31oi | 8 |
| nor2 | 93 |
| xor2 | 11 |
| a221oi | 5 |
| a311oi | 6 |
| mux2 | 70 |
| and2 | 4 |
| buf | 28 |
| a211oi | 88 |
| nor3 | 16 |
| o41ai | 5 |
layout make-up:
type	instances	area, sq um
sequential	204	5110
tap	319	399
multi-input combinational	894	6540
clock inverter	10	128
fill	2063	9750
timing repair buffer	93	893
clock buffer	33	684
inverter	46	180
worst max path at each step:
stage / from / end / slack (ns)
CTS: io_sb_SBaddress[7] / regA[29] / 9.29
global route: io_sb_SBaddress[7] / regA[29] / 9.15
finish: io_sb_SBaddress[7] / regA[30] / 9.28
flip-flops by register name, indices dropped and copies added, names as in the netlist:
name,cells
busCtrl.busStateMachine_readyFlag,1
regValid,1
gcdCtrl_1.gcdDat.regA,32
busCtrl.io_valid_regNext,1
gcdCtrl_1.gcdDat.regB,32
regA,32
regB,32
gcdCtrl_1.gcdCtr.fsm_stateReg,5
sbDataOutputReg,32
busCtrl.busStateMachine_stateReg,3
regResBuf,32
regReadyBuf,1
cell families (layout without fill, tap and decap cells):
family / Yosys count / after routing / share of synthesized area, %
adders and majority gates: 64 / 64 / 6.63
AOI/OAI and AO/OA: 345 / 345 / 18.6
buffers and inverters: 128 / 182 / 4.66
and+or+nand+nor: 314 / 314 / 12.9
xor gates and xnor gates: 23 / 23 / 1.65
muxes: 147 / 147 / 13.7
other: 1 / 1 / 0.0308
DFF: 204 / 204 / 41.8
per-layer routing:
layer / wire, microns / share of wire (%) / track usage [%]
met1: 17400 / 49 / 51.0
met2: 13700 / 39 / 38.6
met3: 3880 / 11 / 13.1
met4: 420 / 1.2 / 3.66
met5: 0 / 0 / 0
stage by stage:
stage | instances | utilization (%) | area (sq um) | setup slack, ns
2_1_floorplan | 1226 | - | 12200 | 6.54
3_3_place_gp | 1556 | 55.4 | 13100 | 8.72
3_5_place_dp | 1556 | 55.4 | 13100 | 8.72
4_1_cts | 1599 | 58.8 | 13900 | 9.29
5_1_grt | 1599 | 58.8 | 13900 | 9.15
6_report | 1599 | 58.8 | 13900 | 9.28
power groups by stage:
stage | logic [mW] | clock network, mW | registers, mW
6_report | 0.0415 | 0.593 | 0.562
5_1_grt | 0.0465 | 0.624 | 0.563
4_1_cts | 0.0426 | 0.605 | 0.562
Power figures rest on the tool's default switching activity, not on a simulated workload.
